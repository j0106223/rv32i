===== design/flow/config.mk =====
export PLATFORM = sky130hd
export DESIGN_NAME = store_bytes_decoder
export DESIGN_NICKNAME = store_bytes_decoder
export VERILOG_FILES = /design/flow/design.v
export SDC_FILE = /design/flow/constraint.sdc
export NUM_CORES = 4
export LEC_CHECK = 1
export CORE_AREA = 10 10 70 70
export DIE_AREA = 0 0 80 80

===== design/flow/constraint.sdc =====
current_design store_bytes_decoder

set clk_period 1.4
set clk_io_pct 0.2

create_clock -name clk0 -period $clk_period

set non_clock_inputs [all_inputs -no_clocks]
set_input_delay [expr $clk_period * $clk_io_pct] -clock clk0 $non_clock_inputs
set_output_delay [expr $clk_period * $clk_io_pct] -clock clk0 [all_outputs]

===== design/flow/design.v =====
`default_nettype none
module store_bytes_decoder(
    addr_offset,
    func3,
    byteenable
);
    input wire [1:0] addr_offset;
    input wire [2:0] func3;
    output reg [3:0] byteenable;
    reg  [3:0] sb_wstrb;
    wire [3:0] sh_wstrb = (addr_offset) ? 4'b1100 : 4'b0011;
    wire sb = (func3 == 3'b000);
    wire sh = (func3 == 3'b001);
    wire sw = (func3 == 3'b010);
    assign byteenable = (sw) ? 4'b1111:
                        (sb) ? sb_wstrb:
                        (sh) ? sh_wstrb:
                               4'b0000;
    always @(addr_offset) begin
        case(addr_offset)
            2'b00: sb_wstrb = 4'b0001;
            2'b01: sb_wstrb = 4'b0010;
            2'b10: sb_wstrb = 4'b0100;
            2'b11: sb_wstrb = 4'b1000;
        endcase
    end
endmodule

===== design/flow/run.sh =====
#!/bin/bash
# OpenROAD 26Q1-2900-gdf79404cd8, Yosys 0.63+post, stock flow scripts
make -C /OpenROAD-flow-scripts/flow DESIGN_CONFIG=/design/flow/config.mk WORK_HOME=/design/flow/orfs finish

==> summary.txt <==
Item: results of the latest flow run.

- After synthesis, the largest area contributor takes up between 20% and 30% of total cell area.
- The fill cell total of the finished layout is roughly 400.
- The internal power of the cells totals approximately 0.000034 W.
- Global routing finished with a remaining overflow of 0.
- For reference, the most critical setup path is categorized as primary input to output port.
- The part of the total power dissipated in the clock network is 0%.
- The horizontal die dimension reported for this design is about 80 µm.
- The floorplan step defined a die boundary enclosing around 6400 µm².
- The worst setup path is captured at an output port.
- Per the post-place timing report, worst setup slack is -0.5453 ns.
- The count of warnings emitted by yosys is 2.
- The half-perimeter wire length of the detailed placement result is ~290 µm.
- Buffers inserted to repair hold after CTS numbered 0.
- The post-synth area from yosys stat is ~84 µm².
- After layout, the clock buffer instance count stands at 0.
- The count of final setup violators is 0.
- The maximum number of pins on one net before global-route repair is 6.
- For reference, the final report shows the max-slew violation count at 0.
- The worst-case setup margin in the final layout is 0.07257 ns.
- The clock period minus worst slack is 1.327 ns.
- The iteration count recorded for the first detailed-route pass is 2.
- In this run, the synthesized area fraction spent on AND-OR/OR-AND gates is recorded as 52.24%.
- The post-synthesis cell type count is 9.
- The global placer's final weighted congestion is about 0.73.
- The cell type with the largest total area after synthesis is sky130_fd_sc_hd__a21oi_1.
- The combinational share of power is 100.0%.
- The first global-routing pass estimated about 630 µm of wire.
- The finished cells cover about 260 µm².
- The stage logs contain a warning count of 33.
- The headroom to the max-slew limit is between 80 and 90%.
- The post-detailed-placement cell area is 246.5 µm².
- The count of max-cap constraint violations is 0.
- The peak ir drop on the vdd network is between 0.015 and 0.02 mV.
- After detailed routing, the number of vias per cell comes to approximately 2.3.
- The site row count is 21.
- The peak clock frequency supported by timing is approximately 0.75 GHz.
- The critical path endpoint has a required time of around 1.1 ns.
- Per the detail_route report, DRC violations left total 0.
- Leaving out buffers and inverters, the combinational logic in the layout accounts for slightly above 100 µm².
- The simple-gate share of the synthesized area is 34.33%.
- Relative to the synthesized area, the layout overhead comes to 214.9%.
- By count the netlist is led by sky130_fd_sc_hd__a21oi_1 (4), sky130_fd_sc_hd__inv_1 (3), sky130_fd_sc_hd__o22ai_1 (3).
- Summing the areas of all fa, ha and maj instances in the mapped netlist gives 0% of the synthesized area.
- Among the non-sequential cells, AND-OR/OR-AND gates take the most area.
- The largest driver fanout on the critical path is 2.
- The initial antenna violation count is 0.
- From bottom edge to top edge, the die measures ~80 µm.
- The pin closest to its max-slew limit shows a slew of 0.2473 ns.
- Of the total power, the share spent switching nets is 43.26%.
- The net load switching power is roughly 0.000026 W.
- The total global routing track utilization is about 1.1%.
- The sort of element at the start of the critical path is a primary input.
- The data arrival time reported for the critical path is roughly 1.1 ns.
- The pre-placement core utilization is roughly 2.5%.
- The post-detailed-route count of antenna-violating nets is 0.
- The number of standard cells reported by yosys is 16.
- On the final layout, the worst hold slack is 0.9690 ns.
- 9 I/O pins were placed.
- Sequential cells burn 0% of the power.
- The final antenna diode tally reported by the flow is 0.
- The storage element area is 0 µm².
- Of the post-synthesis cell area, the part taken by muxes is 0%.
- The final timing report lists a hold violation count of 0.
- The detailed-route wire length per cell is 5.560 µm.
- The detailed router placed 169 vias in this run.
- Each instance of the synthesized netlist takes up on average approximately 5.2 µm².
- The netlist area before placement is 83.83 µm².
- The finished layout holds 75 standard cells, fillers aside.
- The XOR/XNOR share of the synthesized area is 0%.
- The run finished with clean final reports.
- Counting every instance in the synthesized netlist gives 16.
- The via count of the first global-routing pass is around 140.
- The sequential element share of the synthesized area is 0%.
- By area the synthesized netlist is led by sky130_fd_sc_hd__a21oi_1 (24%), sky130_fd_sc_hd__o22ai_1 (22%), sky130_fd_sc_hd__inv_1 (13%), sky130_fd_sc_hd__nor2b_2 (10%), sky130_fd_sc_hd__or2_1 (7.5%).
- OpenROAD reports that the post-layout worst path occupies 94.82% of the period.
- The count of placed standard cells including taps is around 73.
- The ratio of cells with drive above 1 in the final layout is 58.62%.
- Setup repair after global routing left no endpoint under its margin.
- After floorplanning, the core was sized to cover about 3400 µm².
- The wire length after detailed routing is about 420 µm.
- The power density over cell area is about 230 nW/µm².
- The path type of the worst min-delay path is primary input to output port.
- The design has 0 sequential cells.
- The DRC marker count from the first detailed-route iteration is 4.
- The static power due to leakage is approximately 0.11 nW.
- The cell with the most instances after synthesis is sky130_fd_sc_hd__a21oi_1.
- The number of port buffers is 9.
cell usage in the layout (no fill, tap or decap):
cell type,netlist,layout
sky130_fd_sc_hd__buf_2,0,6
sky130_fd_sc_hd__a21oi_1,4,4
sky130_fd_sc_hd__inv_1,3,3
sky130_fd_sc_hd__o22ai_2,0,3
sky130_fd_sc_hd__buf_6,0,2
sky130_fd_sc_hd__buf_4,0,2
sky130_fd_sc_hd__nor2b_4,0,1
sky130_fd_sc_hd__o21ai_1,1,1
sky130_fd_sc_hd__or2_4,0,1
sky130_fd_sc_hd__nand3_1,1,1
sky130_fd_sc_hd__nor3_2,0,1
sky130_fd_sc_hd__nor2_1,1,1
sky130_fd_sc_hd__clkbuf_2,0,1
sky130_fd_sc_hd__clkdlybuf4s15_1,0,1
sky130_fd_sc_hd__dlygate4sd2_1,0,1
worst paths after layout:
kind                            from             to  slack, ns  depth (start not counted)
worst max-delay path        func3[2]  byteenable[3]       0.07                          5
worst min-delay path  addr_offset[0]  byteenable[3]       0.97                          4
power by group through the flow:
stage / Sequential (W) / Combinational (W) / Clock, W
CTS: 0 / 0.0000545 / 0
global route: 0 / 0.0000663 / 0
finish: 0 / 0.0000598 / 0
through the flow:
step	power (W)	utilization (%)	setup TNS, ns
2_1_floorplan	0.00001426	-	0
3_3_place_gp	0.00005543	7.216	-2.045
3_5_place_dp	0.00005496	7.216	-2.047
4_1_cts	0.00005447	7.436	-0.0007673
5_1_grt	0.00006632	7.729	0
6_report	0.00005980	7.729	0
metal layers:
layer	share of wire, %	GRT usage [%]	vias to the layer above
met3	16	0.5682	0
met2	37	1.445	9
li1	-	-	84
met4	0	0	0
met1	47	1.648	76
met5	0	0	-
cells by family after synthesis:
| kind of cell | after synthesis |
|---|---|
| AOI/OAI and AO/OA | 8 |
| buffers and inverters | 3 |
| and+or+nand+nor | 5 |
area by class of cell:
cell class	count	share of cell area (%)
Multi-Input combinational cell	13	39.34
Timing Repair Buffer	13	34.60
Tap cell	46	21.80
Inverter	3	4.265
repair_timing:
action	4_1_cts	5_1_grt
setup endpoints to repair	4	3
pin swaps	5	1
gates cloned	0	0
setup buffers	2	0
resized	29	6
worst max-delay path: stages:
cell	delay [ns]
sky130_fd_sc_hd__clkdlybuf4s15_1	0.19
sky130_fd_sc_hd__or2_4	0.25
sky130_fd_sc_hd__buf_6	0.12
sky130_fd_sc_hd__o22ai_2	0.10
sky130_fd_sc_hd__buf_2	0.11
No activity file was given, so power comes from the tool's default toggle rates.
